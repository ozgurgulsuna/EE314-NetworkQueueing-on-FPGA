--- flow/run.sh ---
#!/bin/bash
# OpenROAD 26Q1-2900-gdf79404cd8, Yosys 0.63+post, stock flow scripts
make -C /OpenROAD-flow-scripts/flow DESIGN_CONFIG=/design/flow/config.mk WORK_HOME=/design/flow/orfs finish
--- flow/config.mk ---
export PLATFORM = sky130hd
export DESIGN_NAME = decision
export DESIGN_NICKNAME = decision
export VERILOG_FILES = /design/flow/design.v
export SDC_FILE = /design/flow/constraint.sdc
export NUM_CORES = 4
export LEC_CHECK = 1
export CORE_UTILIZATION = 30
--- flow/constraint.sdc ---
current_design decision

set clk_period 18.3
set clk_io_pct 0.2

create_clock -name clk0 -period $clk_period [get_ports {fract_clk}]

set non_clock_inputs [all_inputs -no_clocks]
set_input_delay [expr $clk_period * $clk_io_pct] -clock clk0 $non_clock_inputs
set_output_delay [expr $clk_period * $clk_io_pct] -clock clk0 [all_outputs]
--- flow/design.v ---
module decision(
	input  read_clk,							 
	input  fract_clk,							 
	input [2:0] fullness_1,  				 
	input [2:0] fullness_2,  				 
	input [2:0] fullness_3,  				 
	input [2:0] fullness_4,  				 
	input [15:0] total_time_1,  			 
	input [15:0] total_time_2,  			 
	input [15:0] total_time_3,  			 
	input [15:0] total_time_4,  			 
	output reg read_1,						 
	output reg read_2,						 
	output reg read_3,						 
	output reg read_4 						 
);
	reg [7:0] WL_1;
	reg [7:0] WL_2;
	reg [7:0] WL_3;
	reg [7:0] WL_4;
	reg [11:0] WR_1;
	reg [11:0] WR_2;
	reg [11:0] WR_3;
	reg [11:0] WR_4;
	reg [22:0] pick_fcn_1;
	reg [22:0] pick_fcn_2;
	reg [22:0] pick_fcn_3;
	reg [22:0] pick_fcn_4;
	reg [1:0] i;
	reg [22:0] max;
	initial begin
		WL_1 = 8'd56;
		WL_2 = 8'd40;
		WL_3 = 8'd19;
		WL_4 = 8'd3;	
		WR_1 = 12'd15;
		WR_2 = 12'd425;
		WR_3 = 12'd759;
		WR_4 = 12'd1000;
		read_1 = 0;
		read_2 = 0;
		read_3 = 0;
		read_4 = 0;
		i   = 0 ;
		max = 0 ;
	end
	always @(posedge fract_clk) begin
		read_1 = 0;
		read_2 = 0;
		read_3 = 0;
		read_4 = 0;	
		if (read_clk == 1) begin
				pick_fcn_1 = (WL_1*total_time_1)+(WR_1*fullness_1*fullness_1);
				pick_fcn_2 = (WL_2*total_time_2)+(WR_2*fullness_2*fullness_2);
				pick_fcn_3 = (WL_3*total_time_3)+(WR_3*fullness_3*fullness_3);
				pick_fcn_4 = (WL_4*total_time_4)+(WR_4*fullness_4*fullness_4);
				i	=	0;
				max = pick_fcn_1;
				if(max<pick_fcn_2) begin
					max	=	pick_fcn_2;
					i	=	1;
				end
				if (max<pick_fcn_3) begin
					max	=	pick_fcn_3;
					i	=	2;
				end
				if (max<pick_fcn_4) begin
					max	=	pick_fcn_4;
					i	=	3;
				end
				case(i)
					2'b00 : read_1 = 1;
					2'b01 : read_2 = 1;
					2'b10 : read_3 = 1;
					2'b11 : read_4 = 1;
				endcase
			end
		end
	endmodule
==> impl.org <==
#+TITLE: Flow metrics

** Clock tree
- The cell sitting at the root of the clock tree is a clkbuf_16.
- Per the CTS log, the buffer count on the longest clock path is 2.
- Looking at the clock tree report, the H-tree level count equals 1.
- CTS-repair resized insts :: 0
- TritonCTS created 3 clock buffers.
- TritonCTS built the clock tree.
- Post-CTS Hold Fix Bufs :: 0
- The number of clock sinks came to 4.
- In the CTS report, the clock slew at the register clock pins of the worst setup and hold paths is listed as 30 ps.
- Post-CTS timing repair inserted 0 buffers for setup.

** Flow run
- Across all stage logs, warnings added up to 60.
- Count of maximum capacitance violations :: 0

** Die
- Die height :: 198 um
- Rows :: 71
- The chip occupies 0.0393 sq mm.
- The die is 198 um wide.
- For this configuration, the core starts out at a cell density of 30.6%.
- Number of placed I/O pins :: 82
- The region available for standard cell placement spans 0.0378 sq mm.

** Setup path
- The setup path with the least slack is of type input pin to register.
- Type of destination of the critical path :: register
- Top cell family by delay on the critical path :: AND-OR/OR-AND gates
- Crit path DAT :: 15260 ps
- Delay of the slowest critical-path stage :: 870 ps
- Per the post-run analysis, buffers plus inverters along the critical path come to 5.
- The required time at the worst endpoint is listed as 18430 ps.
- Slowest stage cell on the critical path :: clkdlybuf4s50_1
- Largest fanout on the critical path :: 21
- Kind of launch point of the worst setup path :: input pin

** Routing
- Via count :: 9518
- Average vias per placed instance :: 4.75
- In this run the remaining antenna-violating nets after routing total 0.
- For this sky-water flow run, the detailed-routed wirelength per cell is reported as 12.7 um.
- Post-route DRC :: 0
- Summed over all layers, the routed wires come to 25500 um.
- Violation count after the first detailed-routing iteration :: 385
- Length of the first detailed-routing pass in iterations :: 5

** Placed design
- Port bufs :: 81
- Detailed placement ended at an HPWL of 23000 um.
- Total cell area at the placement stage :: 0.0129 sq mm
- Worst slack, placed :: 3030 ps
- The congestion estimate from routability-driven global placement came to 0.924.

** Final layout
- Relative to the synthesized area, the layout overhead comes to 12.5%.
- In the final layout, the share of cells above drive strength 1 is 3.22%.
- By instance count after routing, the leading logic cell types are ha_1, inv_1, fa_1.
- With fillers left out, the area of the finished cells amounts to 0.0130 sq mm.
- Leaving out fill and tap cells, the most frequent cell in the layout is ha_1.

** Final timing
- Setup repair after global routing left no endpoint under its margin.
- Final number of hold-violating endpoints :: 0
- Remaining max-slew budget at the tightest pin :: 50.0%
- Setup slack after layout :: 3170 ps
- The last timing report of the flow puts the setup violation total at 0.
- The highest clock rate this design can be run at is 66.1 MHz.
- The final timing report derives a shortest allowable period of 15130 ps.
- Transition time of the tightest slew-check pin :: 751 ps
- Fin. max-slew vios :: 0
- The worst path uses 82.7% of the clock period.
- Final setup TNS :: 0 ps

** Global routing
- The first global-routing pass estimated 44100 um of wire.
- Met3 Usage GRT :: 1.46%
- The number of global-route vias before repair is 9157.
- Looking at the global route congestion table, the highest-usage layer is met2.
- Grt ovf :: 0
- Overall routing resource usage recorded by global route was 13.9%.
- For this run, global-route usage on met2 was measured as 22.3%.
- Met1 layer usage reported by global route :: 21.6%
- The number of antenna violations at the first check in global routing was 0.
- Entering global routing, the biggest net connects 22 pins.

** Logic synthesis
- Unique cell types :: 81
- Number of instances in the synthesized netlist :: 1429
- Counting flops with an async set or reset pin after synthesis yields a share of 0%.
- After synthesis, the chip area reported by Yosys is 0.0116 sq mm.
- Synthesized area :: 0.0116 sq mm
- Post-synth the commonest register cell is dfxtp_1.
- Total of warnings raised by yosys :: 1
- After synthesis, the design contains 1429 cells according to Yosys.
- Mapped Avg Cell Area :: 8.09 sq um
- Share of synthesized area occupied by flip-flops and latches :: 0.693%
- FF+latch count, synth :: 4
- In this run, synthesis inferred 0 flip-flops with an integrated enable.

** Power and ir drop
- Total power divided by cell area :: 155 mW/mm^2
- Leakage :: 6.48 nW
- In this run the VDD rail shows a maximum IR drop of 0.132 mV.
- After layout, the design draws a total of 2.02 mW.

** Outcome
- Result of the run :: finished, final reports clean

** Hold path
- Worst hold path class :: input pin to register
==> metrics by stage <==
stage          hold WS (ps)  instances  utilization, %
2_1_floorplan          3780       1429               -
3_3_place_gp           4290       2000            34.2
3_5_place_dp           4300       2000            34.2
4_1_cts                4070       2003            34.4
5_1_grt                4110       2003            34.4
6_report               4070       2004            34.4
==> layer usage <==
layer | share of wire (%) | wire length [um]
met2 | 46 | 11700
met5 | 0 | 0
met1 | 51 | 13000
met4 | 0 | 0
met3 | 3.4 | 861
==> logic make-up (layout without fill, tap and decap cells) <==
group / Yosys count / after routing / synth area share, %
adder cells (fa/ha/maj): 370 / 370 / 47.5
AND/OR/NAND/NOR: 338 / 338 / 15.0
AND-OR/OR-AND: 329 / 329 / 18.9
buffers and inverters: 273 / 336 / 9.00
XOR/XNOR: 102 / 102 / 7.73
multiplexers: 12 / 12 / 1.14
flip-flops: 4 / 4 / 0.693
other: 1 / 2 / 0.0324
==> final cells by class <==
class / instances / area, sq um
sequential: 4 / 80.1
fill: 3920 / 24800
clock buffer: 3 / 75.1
multi-input combinational: 1152 / 10400
antenna: 1 / 2.50
tap: 511 / 639
inverter: 250 / 938
timing repair buffer: 83 / 826
==> registers in the layout, summed over array words and instances, names as in the netlist <==
name / cells
read_3: 1
read_1: 1
read_2: 1
read_4: 1
==> where the power goes <==
group / internal [mW] / switching [mW]
Sequential: 0.0120 / 0.00229
Combinational: 0.858 / 1.11
Clock: 0.0279 / 0.00638
Total: 0.898 / 1.12
==> path summary, 6_finish.rpt <==
check	start	to	slack (ps)	cells past startpoint
worst min-delay path	read_clk	read_3$_SDFF_PN0_	4070	3
worst max-delay path	fullness_1[0]	read_2$_SDFF_PN0_	3170	44
==> synthesized netlist by cell type (25+ instances only) <==
library cell  instances  area, sq um
a21o_1               50          375
a21oi_1             105          526
and2_1               27          169
fa_1                114         2280
ha_1                256         3200
inv_1               250          938
nand2_1              72          270
nor2_1               86          323
nor3_1               25          125
o21ai_0              58          290
xnor2_1              68          596
xor2_1               34          298
Power is estimated from default activity; no workload was simulated.
