`/design/flow/config.mk`:
```
export PLATFORM = sky130hd
export DESIGN_NAME = switch
export DESIGN_NICKNAME = switch
export VERILOG_FILES = /design/flow/design.v
export SDC_FILE = /design/flow/constraint.sdc
export NUM_CORES = 4
export LEC_CHECK = 1
export CORE_AREA = 10 10 76 76
export DIE_AREA = 0 0 86 86
```
`/design/flow/constraint.sdc`:
```
current_design switch

set clk_period 2.6
set clk_io_pct 0.2

create_clock -name clk0 -period $clk_period [get_ports {fract_clk}]

set non_clock_inputs [all_inputs -no_clocks]
set_input_delay [expr $clk_period * $clk_io_pct] -clock clk0 $non_clock_inputs
set_output_delay [expr $clk_period * $clk_io_pct] -clock clk0 [all_outputs]
```
`/design/flow/design.v`:
```
module switch(
	input fract_clk,
	input start,
	input in_0,
	input in_1,
	output reg [3:0] write,
	output reg [3:0] p_out
);
	reg [3:0] pout;
	reg [2:0] count4;
	reg stop;
	initial begin
		count4 = 3'd0;
		stop = 1;
	end
	always @(posedge fract_clk) begin
		write[3:0] = 0;
		if (start == 0) begin
			count4 = 3'd0;
			stop = 0;
			p_out[3:0] = 4'd0;
		end
		if (stop == 0) begin
			if (in_0==1) begin
				if (count4 != 3'd4) begin
					if(count4 == 0)begin
						pout[0]=0;
					end
					if(count4 == 1)begin
						pout[1]=0;
					end
					if(count4 == 2)begin
						pout[2]=0;
					end
					if(count4 == 3)begin
						pout[3]=0;
						stop = 1;
						p_out[3:0] = pout[3:0];
						write[p_out[3:2]]=1;
					end
					count4 = count4 + 3'd1;
				end
			end
			if (in_1 == 1) begin
				if (count4 != 3'd4) begin
					if(count4 == 0)begin
						pout[0]=1;
					end
					if(count4 == 1)begin
						pout[1]=1;
					end
					if(count4 == 2)begin
						pout[2]=1;
					end
					if(count4 == 3)begin
						pout[3]=1;
						stop = 1;
						p_out[3:0] = pout[3:0];
						write[p_out[3:2]]=1;
					end
					count4 = count4 + 3'd1;
				end
			end
		end
		else begin
			count4 = 3'd4;
		end
	end
endmodule
```
`/design/flow/run.sh`:
```
#!/bin/bash
# OpenROAD 26Q1-2900-gdf79404cd8, Yosys 0.63+post, stock flow scripts
make -C /OpenROAD-flow-scripts/flow DESIGN_CONFIG=/design/flow/config.mk WORK_HOME=/design/flow/orfs finish
```
==> summary.txt <==
status -> finished clean
clk ins delay skew pair -> 250 ps
Critical Path, Cell by Cell -> clkdlybuf4s50_1, and3_1, ha_1, o22a_1, ha_1, o211ai_1
Post-Route Setup TNS -> 0 ps
final hold viol count -> 0
post-CTS resize count -> 0
Die ar. -> 7396 sq um
min Tclk post-route -> 2083 ps
Detail Route Antenna Nets -> 0
vias in the first global route -> 835
global route overflow -> 0
slowest cell on the critical path -> clkdlybuf4s50_1
yosys stat chip area -> 948.4 sq um
logic area -> 534.3 sq um
CTS tree -> built
DP Wirelength -> 1.565 mm
Yosys top cell by area -> dfxtp_1
most used cell, CP -> ha_1
Synth area leaders -> dfxtp_1, edfxtp_1, nand2_1
Yosys reg bits -> 15
Tot Pwr -> 892.7 uW
dominant register cell -> dfxtp_1
combinational power share -> 35.7%
Max Clock Skew -> 6.518 ps
H-tree depth -> 1
gr usage total -> 6.083%
Leakage -> 0.0004309 uW
mean post-synth cell area -> 8.622 sq um
fmax -> 480.2 MHz
core box area -> 4115 sq um
total clock sinks -> 15
Net Sw Frac -> 36.62%
Tcrit/Tclk final -> 80.10%
chip width -> 86 um
top post-synthesis cells by count -> nand2_1, dfxtp_1, nor2_1
CP top delay family -> adder cells
Pint -> 565.8 uW
vias -> 814
Die Y -> 86 um
Crit path largest cell delay -> 490 ps
fillers -> 433
Async S/R FF share, synth -> 0%
Clock power frac -> 20.7%
yosys warns -> 1
synthesized cell area -> 948.4 sq um
cell with the most instances after synthesis -> nand2_1
area share, top type -> 25.33%
Max-Cap Viols -> 0
first-pass GRT wire length -> 3.815 mm
Starting Density -> 23.05%
final wirelength -> 2.173 mm
Worst Hold Depth -> 2
final setup vio count -> 0
worst slew pin tran -> 469.3 ps
Critical path buffers and inverters -> 1
hold crit path type -> flip-flop to flip-flop
CTS root buf -> clkbuf_8
switching power -> 326.9 uW
Worst Path Arrival -> 2250 ps
synthesized instance count -> 110
CTS Hold Buffers Added -> 0
reg2reg path depth -> 5
number of enable flip-flop cells -> 3
DRC -> 0
ANT cells -> 0
Yosys Instances -> 110
Clock Tree Buf Depth -> 2
io pins -> 12
part of the power in registers -> 43.5%
Clock transition at path regs -> 60 ps
largest net degree at the start of global routing -> 15
CTS buffer count -> 3
Max Transition Viols Final -> 0
count of tool warnings -> 25
Port Buffer Count -> 11
register area -> 330.3 sq um
RSZ-0062 raised after global routing -> no
critical path depth -> 6
drt wl/cell -> 12.86 um
worst rel slew slack -> 68.67%
Startpoint Class -> input port
Worst Path Max Fanout -> 7
Setup CP Type -> input port to flip-flop
drt first pass iters -> 4
Seq share, synth -> 34.83%
P&R area growth vs syn -> 18.60%
post-CTS setup buffer count -> 0
antenna violations before repair -> 0
power per cell area -> 793.6 nW/um^2
routability congestion estimate -> 0.8911
share of cells above drive strength 1 -> 11.76%
Critical Path End Type -> flip-flop
Vias per Instance -> 4.817
Cell Type Count -> 43
Worst Path Required -> 2770 ps
FP Rows -> 23
initial DRC count -> 57
maximum vdd drop -> 0.0003210 V
==> worst register-to-register path: cells and delay by family (launching register included) <==
family          cells  cell delay [ps]
flops               1              610
fa+ha+maj           2              570
compound gates      2              470
simple gates        1              270
==> area by class of cell <==
class	count	share of cell area (%)
Multi-Input combinational cell	81	47.50
Tap cell	50	5.562
Clock buffer	3	3.671
Timing Repair Buffer	14	11.79
Sequential cell	15	29.37
Clock inverter	1	0.4449
Inverter	5	1.669
==> power by group through the flow <==
| stage | clock network [uW] | logic (uW) | registers, uW |
|---|---|---|---|
| finish | 185 | 319 | 388 |
| global route | 202 | 361 | 401 |
| CTS | 187 | 322 | 389 |
==> placed cells by master, fill, tap and decap left out, drive strengths merged, types with 3 or more instances in the layout <==
| master | Yosys | layout |
|---|---|---|
| nand2 | 13 | 13 |
| dfxtp | 12 | 12 |
| clkdlybuf4s50 | 0 | 11 |
| nor2 | 10 | 10 |
| a21oi | 5 | 5 |
| nor3 | 5 | 5 |
| inv | 5 | 5 |
| nand3 | 5 | 5 |
| o21ai | 5 | 5 |
| a21o | 4 | 4 |
| o31ai | 4 | 4 |
| clkbuf | 1 | 3 |
| buf | 8 | 3 |
| edfxtp | 3 | 3 |
==> per-stage QoR <==
step                      setup WS (ps)  utilization, %  cell area (sq um)  hold slack (ps)  instances
after floorplan                   783.3               -              948.4            428.4        110
after global placement            292.9           26.21               1079            458.1        165
after CTS                         516.4           27.33               1125            475.5        169
final                             517.4           27.33               1125            476.1        169
after global routing              378.0           27.33               1125            509.3        169
after detailed placement          271.2           26.21               1079            460.5        165
==> flip-flops by register name, summed over array words and instances (netlist names) <==
register,flops
p_out,4
write,4
count4,3
stop,1
pout,3
==> layer usage <==
metal | track usage (%) | up-vias | wire length [um]
met1 | 7.541 | 371 | 1002
met3 | 2.669 | 4 | 182
li1 | - | 415 | -
met4 | 0.7485 | 0 | 25
met5 | 0 | - | 0
met2 | 9.804 | 24 | 962
==> path summary, 6_finish.rpt <==
kind	from	endpoint	slack [ps]
setup reg to reg	count4[0]	count4[2]	610
hold / removal	p_out[2]	p_out[2]	480
setup / recovery	start	count4[2]	520
hold reg to reg	p_out[2]	p_out[2]	480
==> cells by family after synthesis <==
| kind of cell | after synthesis | share of synthesized area (%) |
|---|---|---|
| AND/OR/NAND/NOR | 40 | 22.17 |
| AND-OR/OR-AND | 35 | 27.57 |
| flip-flops | 15 | 34.83 |
| buffers and inverters | 14 | 8.838 |
| XOR/XNOR | 2 | 1.847 |
| multiplexers | 2 | 2.111 |
| adder cells (fa/ha/maj) | 2 | 2.638 |
Power is estimated from default activity; no workload was simulated.
