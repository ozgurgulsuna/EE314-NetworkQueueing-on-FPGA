File: config.mk
export PLATFORM = sky130hd
export DESIGN_NAME = clk_div
export DESIGN_NICKNAME = clk_div
export VERILOG_FILES = /design/flow/design.v
export SDC_FILE = /design/flow/constraint.sdc
export NUM_CORES = 4
export LEC_CHECK = 1
export CORE_UTILIZATION = 40
File: constraint.sdc
current_design clk_div

set clk_period 10.1
set clk_io_pct 0.2

create_clock -name clk0 -period $clk_period [get_ports {clk}]

set non_clock_inputs [all_inputs -no_clocks]
set_input_delay [expr $clk_period * $clk_io_pct] -clock clk0 $non_clock_inputs
set_output_delay [expr $clk_period * $clk_io_pct] -clock clk0 [all_outputs]
File: design.v
module clk_div(
	input clk,
	output reg read_clk,
	output reg fract_clk,
	output reg slow_clk, 	      			 
	output reg vga_clk
);
	integer read_timer;
	integer fract_timer;
	integer slow_timer;
	parameter clockfreq = 50000000;  
	initial begin
		read_clk = 1'd0;
		fract_clk = 1'd0;
		read_timer = 1'd0;
		fract_timer = 1'd0;
		slow_clk = 1'd0;
		slow_timer = 1'd0;
		vga_clk = 1'd0;
	end
		always @(posedge clk) begin
			slow_clk = 0;
			slow_timer = slow_timer + 1;
			if (slow_timer == clockfreq/50) begin
				slow_timer = 0;
				slow_clk = 1;
			end
		end
		always @(posedge clk) begin
			fract_clk = 0;
			fract_timer = fract_timer + 1;
			if (fract_timer == clockfreq/20) begin
				fract_timer = 0;
				fract_clk = 1;
			end
		end
		always @(posedge clk) begin
			read_clk = 0;
			read_timer = read_timer + 1;
			if (read_timer == 3*clockfreq) begin
				read_timer = 0;
				read_clk = 1;
			end
		end
		always @(posedge clk) begin
			vga_clk = !vga_clk;
		end
endmodule
File: run.sh
#!/bin/bash
# OpenROAD 26Q1-2900-gdf79404cd8, Yosys 0.63+post, stock flow scripts
make -C /OpenROAD-flow-scripts/flow DESIGN_CONFIG=/design/flow/config.mk WORK_HOME=/design/flow/orfs finish
==> impl_metrics.csv <==
group,metric,value,unit
drt,initialDrtViolationCount,267,
drt,remaining_antenna_violation_count_after_routing,0,
layout,drive_above_1_share,8.726,%
synth,synth-warning-count,1,
worst_setup_path,worst_ep_required_time,10.33,ns
worst_setup_path,startpoint_type,"flip-flop",
layout,areaGrowthSynthToFinish,9.428,%
synth,synthCells,571,
flow_run,stage_log_warnings,28,
final_timing,setup_viol,0,
drt,vias_per_cell,5.344,
worst_setup_path,crit_buf_inv,1,
worst_setup_path,cp_slowest_cell,"sky130_fd_sc_hd__or4_4",
pwr,internal-power,0.5989,mW
drt,detail_route.first_pass.iterations,5,
global_route,grt_pass1_vias,3533,
synth,avgSynthCellArea,8.855,um2
clock_tree,clock_insertion_delay_worst_skew,0.34,ns
hold_path,min_path_type,"reg -> reg",
global_route,grt_antenna_before_repair,0,
pwr,comb_power_share,0,%
synth,most_common_cell,"sky130_fd_sc_hd__dfxtp_1",
die,io_count,5,
die,chip_height,114.4,um
global_route,grt_use_total,16.22,%
worst_setup_path,crit_fanout,13,
die,standard_cell_core_area,12160,um2
final_timing,grt_setup_unrepaired,"false",
pwr,clock_share_of_power,46.9,%
synth,ys_seq_share,39.59,%
layout,fillers,1125,
final_timing,tightestPinTransition,0.7549,ns
clock_tree,clk_path_buf_depth,2,
pwr,irDropWorstVdd,0.09663,mV
drt,totalWireLength,9738,um
final_timing,totalNegativeSetupSlack,0,ns
layout,finish.cell_count_without_fillers,741,
final_timing,drv_slew,0,
pwr,switching_share,19.36,%
clock_tree,clock_sink_count,100,
clock_tree,path_clk_slew,0.06,ns
die,chip_area,13090,um2
drt,wl_per_cell,13.14,um
final_timing,period_needed,3.181,ns
clock_tree,cts_tree,"built",
pwr,power.sequential.fraction,53.1,%
synth,syn-cell-area,5056,um2
die,floorplan.die.width,114.4,um
pwr,power_per_cell_area,134.2,nW/um2
clock_tree,count_of_buffers_added_by_post_cts_timing_repair_for_setup,0,
synth,fraction_of_synthesized_cell_area_taken_by_the_top_area_cell_type,39.59,%
synth,yosysChipArea,5056,um2
drt,vias,3960,
die,floorplan.rows,40,
flow_run,number_of_maximum_capacitance_constraint_violations,0,
place,placed_cells_incl_taps,725,
synth,netlist_top_cells_area,"sky130_fd_sc_hd__dfxtp_1 40%, sky130_fd_sc_hd__xnor2_1 9.0%, sky130_fd_sc_hd__xor2_1 5.4%, sky130_fd_sc_hd__nand3_1 4.5%, sky130_fd_sc_hd__nand2_1 3.5%",
synth,yosys_cells,571,
drt,drc,0,
place,gp_congestion,0.9056,
worst_setup_path,crit_chain,"nand3_2 -> or4_4 -> nor3_1 -> xor2_1 -> or4_1 -> nor4_4 -> buf_4 -> nor2b_1",
clock_tree,tritoncts.num_buffers,9,
worst_setup_path,path_class,"reg -> reg",
synth,cell_type_with_the_largest_total_area,"sky130_fd_sc_hd__dfxtp_1",
pwr,switching_power,0.1438,mW
final_timing,finalCritPeriodShare,31.50,%
die,floorplan.initialDensity,41.57,%
final_timing,number_of_hold_violations_in_the_final_report,0,
clock_tree,htree_num_levels,3,
global_route,gr-total-overflow,0,
synth,async_reset_ff_share,0,%
pwr,power.leakage,1.923,nW
run_status,outcome,"finished, final reports clean",
clock_tree,post_cts_hold_buffer_count,0,
place,portBuffers,4,
global_route,grt_max_degree,16,
synth,yosys_most_used_dff,"sky130_fd_sc_hd__dfxtp_1",
worst_setup_path,timing.critical_path.slowest_cell_delay,0.64,ns
synth,yosys_register_bits,100,
clock_tree,clock-root-buffer,"sky130_fd_sc_hd__clkbuf_16",
layout,area.combinational,2909,um2
drt,num_antenna_cells,0,
final_timing,timing.fmax,0.3144,GHz
clock_tree,post_cts.resized_instances,0,
worst_setup_path,timing.critical_path.to_type,"flip-flop",
worst_setup_path,crit_family,"simple AND/OR/NAND/NOR gates",
final_timing,fin_worst_skew,0.002648,ns
layout,final-seq-area,2002,um2
synth,synthTopCellsByCount,"100 x sky130_fd_sc_hd__dfxtp_1, 52 x sky130_fd_sc_hd__xnor2_1, 47 x sky130_fd_sc_hd__nand2_1",
synth,synth_cell_type_count,58,
place,dp_hpwl,6887,um
synth,post_synth_edffs,0,
final_timing,maxSlewHeadroom,49.25,%
worst_setup_path,crit_arrival,3.41,ns
global_route,first_pass_grt_wire_length,16730,um
==> worst paths after layout <==
kind                            slack [ns]  depth (start not counted)          start       endpoint
worst max-delay path                  6.92                          8  read_timer[7]  read_timer[1]
worst max register to register        6.92                          8  read_timer[7]  read_timer[1]
worst min-delay path                  0.38                          1        vga_clk        vga_clk
worst min register to register        0.38                          1        vga_clk        vga_clk
==> state kept, by name, indices dropped and copies added (netlist names) <==
| register | cells |
|---|---|
| read_timer | 32 |
| slow_timer | 32 |
| fract_timer | 32 |
| read_clk | 1 |
| fract_clk | 1 |
| vga_clk | 1 |
| slow_clk | 1 |
==> layout by cell type (no fill, tap or decap), types with 11 or more instances in the layout <==
cell type                 Yosys  final
sky130_fd_sc_hd__dfxtp_1    100    100
sky130_fd_sc_hd__xnor2_1     52     52
sky130_fd_sc_hd__nand2_1     47     47
sky130_fd_sc_hd__nand3_1     45     45
sky130_fd_sc_hd__nor2_1      36     36
sky130_fd_sc_hd__xor2_1      31     31
sky130_fd_sc_hd__nand4_1     25     25
sky130_fd_sc_hd__nor3_1      25     25
sky130_fd_sc_hd__nor4_1      18     18
sky130_fd_sc_hd__and3_1      16     16
sky130_fd_sc_hd__a21oi_1     12     12
sky130_fd_sc_hd__and4_1      11     11
==> per-stage QoR <==
stage	setup WS (ns)	hold WS [ns]	utilization [%]	instance area (um2)	power, mW
after floorplan	7.135	0.3379	-	5056	0.4031
after global placement	6.988	0.3589	42.99	5229	0.4031
after detailed placement	6.967	0.3626	42.99	5229	0.4031
after CTS	6.923	0.3823	45.49	5533	0.7551
after global routing	6.694	0.4169	45.49	5533	0.7695
final	6.919	0.3774	45.49	5533	0.7426
==> cell type report <==
| class | count | share of cell area, % |
|---|---|---|
| clock buffer | 12 | 4.636 |
| clock inverter | 4 | 0.8593 |
| inverter | 10 | 0.6784 |
| multi-input combinational | 439 | 52.58 |
| sequential | 100 | 36.18 |
| tap | 168 | 3.799 |
| timing repair buffer | 8 | 1.266 |
==> cells by family after synthesis <==
family	count (synthesis)	synth area share [%]
simple gates	288	32.96
flops	100	39.59
xor+xnor	83	14.38
compound gates	55	7.300
buf+inv	32	2.871
mux	7	1.411
fa+ha+maj	6	1.485
==> power groups by stage <==
stage         Combinational [mW]  Clock, mW  Sequential, mW
finish               0.000000970      0.348           0.394
global route         0.000000970      0.376           0.394
CTS                  0.000000970      0.361           0.394
==> routing by layer <==
metal	vias up	wire length [um]	part of all wire (%)	GRT usage, %
li1	2070	-	-	-
met1	1805	4972	51	24.81
met2	72	4233	43	24.65
met3	13	398	4.1	3.668
met4	0	133	1.4	2.165
met5	-	0	0	0
Power and IR drop assume default switching activity.
